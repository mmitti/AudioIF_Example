==> flow/config.mk <==
export PLATFORM = sky130hd
export DESIGN_NAME = MidiBuilder
export DESIGN_NICKNAME = MidiBuilder
export VERILOG_FILES = /design/flow/design.v
export SDC_FILE = /design/flow/constraint.sdc
export NUM_CORES = 4
export LEC_CHECK = 1
export CORE_UTILIZATION = 40
==> flow/constraint.sdc <==
current_design MidiBuilder

set clk_period 3.7
set clk_io_pct 0.2

create_clock -name clk0 -period $clk_period [get_ports {clk}]

set non_clock_inputs [all_inputs -no_clocks]
set_input_delay [expr $clk_period * $clk_io_pct] -clock clk0 $non_clock_inputs
set_output_delay [expr $clk_period * $clk_io_pct] -clock clk0 [all_outputs]
==> flow/design.v <==
interface RegBusIF;
    logic [23:0] cmd_wdata;
    logic cmd_wr;
    logic cmd_wbusy;
    logic cmd_rd;
    logic [23:0] cmd_rdata;
    logic cmd_rvalid;
    logic [23:0] sysex_wdata;
    logic sysex_wr;
    logic sysex_wbusy;
    logic sysex_wlast;
    logic [1:0] sysex_wlen;
    logic [23:0] sysex_rdata;
    logic sysex_rd;
    logic sysex_rvalid;
    logic sysex_rlast;
    logic [1:0] sysex_rlen;
    modport reg_ctl(
        output cmd_wdata, cmd_wr, cmd_rd,
        input cmd_wbusy, cmd_rdata, cmd_rvalid,
        output sysex_wdata, sysex_wr, sysex_wlast, sysex_wlen, sysex_rd,
        input sysex_wbusy, sysex_rdata, sysex_rvalid, sysex_rlast, sysex_rlen
    );
    modport bus_if(
        input cmd_wdata, cmd_wr, cmd_rd,
        output cmd_wbusy, cmd_rdata, cmd_rvalid,
        input sysex_wdata, sysex_wr, sysex_wlast, sysex_wlen, sysex_rd,
        output sysex_wbusy, sysex_rdata, sysex_rvalid, sysex_rlast, sysex_rlen
    );
    modport cmd_if(
        input cmd_wdata, cmd_wr, cmd_rd,
        output cmd_wbusy, cmd_rdata, cmd_rvalid
    );
    modport sysex_if(
        input sysex_wdata, sysex_wr, sysex_wlast, sysex_wlen, sysex_rd,
        output sysex_wbusy, sysex_rdata, sysex_rvalid, sysex_rlast, sysex_rlen
    );
endinterface
interface MidiBus;
    logic [3:0] midi_cmd;
    logic [3:0] midi_ch;
    logic [6:0] midi_data1;
    logic [6:0] midi_data2;
    logic midi_rd;
    logic midi_valid;
    logic midi_busy;
    logic [7:0] sysex_data;
    logic sysex_rd;
    logic sysex_valid;
    logic sysex_busy;
    logic sysex_last;
    modport Sender(
        output midi_cmd, midi_ch, midi_data1, midi_data2, midi_valid,
        input midi_rd, midi_busy,
        output sysex_data, sysex_valid, sysex_last,
        input sysex_rd, sysex_busy
    );
    modport Receiver(
        input midi_cmd, midi_ch, midi_data1, midi_data2, midi_valid,
        output midi_rd, midi_busy,
        input sysex_data, sysex_valid, sysex_last,
        output sysex_rd, sysex_busy
    );
    modport MidiSender(
        output midi_cmd, midi_ch, midi_data1, midi_data2, midi_valid,
        input midi_rd, midi_busy
    );
    modport MidiReceiver(
        input midi_cmd, midi_ch, midi_data1, midi_data2, midi_valid,
        output midi_rd, midi_busy
    );
    modport SysExSender(
        output sysex_data, sysex_valid, sysex_last,
        input sysex_rd, sysex_busy
    );
    modport SysExReceiver(
        input sysex_data, sysex_valid, sysex_last,
        output sysex_rd, sysex_busy
    );
endinterface
`timescale 1 ns / 1 ps
	module MidiBuilder
	(
		input clk,
        input rst,
		input uart_fifo_valid,
        output uart_fifo_rd,
        input [7:0] uart_fifo_data,
        input sysex_fifo_busy,
        output sysex_fifo_wr,
        output [7:0] sysex_fifo_data,
        output sysex_fifo_last,
        input cmd_fifo_busy,
        output cmd_fifo_wr,
        output [7:0] cmd_fifo_head,
        output [6:0] cmd_fifo_data1,
        output [6:0] cmd_fifo_data2
	);
    function [1:0] getSysComLength(input [7:0] data);  
        case(data)
            8'hF2: getSysComLength = 2'd3;
            8'hF1: getSysComLength = 2'd2;
            8'hF3: getSysComLength = 2'd2;
            default: getSysComLength = 2'd1;
        endcase
    endfunction
    function [1:0] getCmdLength(input [7:0] data);  
        case(data[7:4])
            4'hC: getCmdLength = 2'd1;
            4'hD: getCmdLength = 2'd1;
            8'h8: getCmdLength = 2'd2;
            8'h9: getCmdLength = 2'd2;
            8'hA: getCmdLength = 2'd2;
            8'hB: getCmdLength = 2'd2;
            8'hE: getCmdLength = 2'd2;
            default: getCmdLength = 2'd0;
        endcase
    endfunction
    wire midi_cmd_begin = uart_fifo_data[7] && uart_fifo_valid;
    wire sys_com_begin = (uart_fifo_data[7:3] == 5'h1E) && uart_fifo_valid; 
    wire sys_ex_begin = (uart_fifo_data == 8'hF0) && uart_fifo_valid;
    wire sys_ex_end = uart_fifo_data[7] && uart_fifo_valid;
    reg [1:0] sys_com_cursol;
    reg [1:0] sys_com_len;
    wire sys_com_rd_wr;
    wire sys_com_last;
    wire sys_ex_rd;
    wire sys_ex_wr;
    wire sys_ex_last;
    reg [1:0] cmd_cursol;
    reg [1:0] cmd_len;
    reg [7:0] cmd_head;
    wire sys_ex_fifo_can_w = ~sysex_fifo_busy;
    wire sys_ex_fifo_can_rw = uart_fifo_valid && sys_ex_fifo_can_w;
    wire cmd_fifo_can_w = ~cmd_fifo_busy;
    wire cmd_fifo_can_r = uart_fifo_valid;
    typedef enum logic [3:0] {
        S_IDLE, 
        S_SYS_EX_BEGIN, S_SYS_EX, S_SYS_EX_LAST, 
        S_CMD_BEGIN, S_CMD, S_CMD_LAST, 
        S_COM, S_ERROR
    } Status;
    Status status;
    Status next_status;
    always_comb begin
        case(status)
            S_IDLE:
                if (uart_fifo_valid) begin
                    if (sys_ex_begin) next_status <= S_SYS_EX_BEGIN;
                    else if (sys_com_begin) next_status <= S_COM;
                    else if (midi_cmd_begin)  next_status <= S_CMD_BEGIN;
                    else next_status <= S_ERROR;
                end else next_status <= status;
            S_COM:
                if (sys_com_last && sys_ex_fifo_can_rw) next_status <= S_IDLE;
                else next_status <= status;
            S_ERROR:
                next_status <= S_IDLE;
            S_SYS_EX_BEGIN:
                if (sys_ex_fifo_can_rw) next_status <= S_SYS_EX;
                else next_status <= status;
            S_SYS_EX:
                if (sys_ex_end && sys_ex_fifo_can_rw) next_status <= S_SYS_EX_LAST;
                else next_status <= status;
            S_SYS_EX_LAST:
                if (sys_ex_fifo_can_w) next_status <= S_IDLE;
                else next_status <= status;
            S_CMD_BEGIN:
                if (cmd_fifo_can_r) next_status <= S_CMD;
                else next_status <= status;
            S_CMD:
                if (midi_cmd_begin || cmd_len == 2'd0) next_status <= S_IDLE;
                else if (cmd_fifo_can_r && (cmd_cursol + 2'd1) >= cmd_len) next_status <= S_CMD_LAST;
                else next_status <= status;
            S_CMD_LAST:
                if (cmd_fifo_can_w && midi_cmd_begin) next_status <= S_IDLE;
                else if (cmd_fifo_can_w) next_status <= S_CMD;
                else next_status <= status;
            default:
                next_status <= S_IDLE;
        endcase
    end
    always_ff @(posedge clk) begin
        if (rst) status <= S_IDLE;
        else status <= next_status;
    end
    assign sys_com_rd_wr = (status == S_COM) && sys_ex_fifo_can_rw;
    assign sys_com_last = (sys_com_cursol + 2'd1) == sys_com_len;
    always_ff @(posedge clk) begin
        if (rst) sys_com_len <= 2'd0;
        else if (sys_com_begin && status == S_IDLE) sys_com_len <= getSysComLength(uart_fifo_data);
    end
    always_ff @(posedge clk) begin
        if (rst) sys_com_cursol <= 2'd0;
        else if (sys_com_begin && status == S_IDLE) sys_com_cursol <= 2'd0;
        else if(sys_com_rd_wr) sys_com_cursol <= sys_com_cursol + 2'd1;
    end
    wire [7:0] sys_com_data = uart_fifo_data;
    wire sys_ex_mode = (status == S_SYS_EX_BEGIN || status == S_SYS_EX || status == S_SYS_EX_LAST);
    assign sys_ex_rd = sys_ex_fifo_can_rw && (
            (status == S_SYS_EX && next_status == S_SYS_EX) ||
            (status == S_SYS_EX_BEGIN) ||
            (status == S_SYS_EX_LAST && uart_fifo_data == 8'hF7)
    );
    assign sys_ex_wr =  (status == S_SYS_EX && next_status == S_SYS_EX && sys_ex_fifo_can_rw) ||
                        (status == S_SYS_EX_LAST && sys_ex_fifo_can_w) || 
                        (status == S_SYS_EX_BEGIN && sys_ex_fifo_can_rw);
    assign sys_ex_last = (status == S_SYS_EX_LAST);
    wire [7:0] sys_ex_data = (status == S_SYS_EX_LAST) ? 8'hF7 : uart_fifo_data;
    always_ff @(posedge clk) begin
        if (rst) cmd_head <= 8'h0;
        else if(status == S_CMD_BEGIN && cmd_fifo_can_r) cmd_head <= uart_fifo_data;
    end
    assign cmd_len = getCmdLength(cmd_head);
    always_ff @(posedge clk) begin
        if (rst) cmd_cursol <= 2'd0;
        else if (next_status == S_CMD && status != S_CMD) cmd_cursol <= 2'd0;
        else if (status == S_CMD && cmd_fifo_can_r) cmd_cursol <= cmd_cursol + 2'd1;
    end
    reg [6:0] cmd_data [2];
    always_ff @(posedge clk) begin
        if (rst) begin
            cmd_data[0] <= 7'd0; cmd_data[1] <= 7'd0;
        end else if (next_status == S_CMD && status != S_CMD) begin
            cmd_data[0] <= 7'd0; cmd_data[1] <= 7'd0;
        end else if(status == S_CMD && cmd_fifo_can_r) begin
            cmd_data[cmd_cursol] <= uart_fifo_data[6:0];
        end
    end
    assign cmd_fifo_head = cmd_head;
    assign cmd_fifo_data1 = cmd_data[0];
    assign cmd_fifo_data2 = cmd_data[1];
    wire cmd_rd = cmd_fifo_can_r && ((status == S_CMD && next_status != S_IDLE) || status == S_CMD_BEGIN);
    assign cmd_fifo_wr = (status == S_CMD_LAST && cmd_fifo_can_w);
    assign sysex_fifo_wr =      (status == S_COM) ? sys_com_rd_wr :
                                (sys_ex_mode) ? sys_ex_wr : 0;
    assign sysex_fifo_data =    (status == S_COM) ? sys_com_data :
                                (sys_ex_mode) ? sys_ex_data : 0;
    assign sysex_fifo_last =    (status == S_COM) ? sys_com_last :
                                (sys_ex_mode) ? sys_ex_last : 0;
    assign uart_fifo_rd =   (status == S_COM) ? sys_com_rd_wr : 
                            (sys_ex_mode) ? sys_ex_rd:
                            (status == S_ERROR) ? 1 : 
                            (status == S_CMD || status == S_CMD_BEGIN) ? cmd_rd : 0;
	endmodule
==> flow/run.sh <==
#!/bin/bash
# OpenROAD 26Q1-2900-gdf79404cd8, Yosys 0.63+post, stock flow scripts
make -C /OpenROAD-flow-scripts/flow DESIGN_CONFIG=/design/flow/config.mk WORK_HOME=/design/flow/orfs finish
==> results.json <==
{
  "layout_top_cells": "buf_4 (46), clkdlybuf4s50_1 (38), nor2_1 (32), nand2_1 (32), dfxtp_1 (23)",
  "openroad.warnings": 26,
  "drive_gt1_share_pct": 24.4,
  "synthXorXnorAreaFrac_pct": 1.96,
  "root_buffer": "clkbuf_8",
  "grt_max_degree": 15,
  "layout.cells.non_filler": 406,
  "maxCapViolCount": 0,
  "edf_count": 14,
  "dp_slack_ns": -0.309,
  "drt-initial-drc-count": 90,
  "chipWidth_um": 76.8,
  "worstSetupEndpointType": "primary output",
  "fin_crit_sh_pct": 95.7,
  "synthDistinctLibCells": 53,
  "coreArea_um2": 5240,
  "die_h_um": 76.8,
  "numPortBuffers": 46,
  "aoi_share_pct": 19.3,
  "cts_buffer_depth": 2,
  "cp_data_required_time_ns": 2.96,
  "cts-buffers-inserted": 5,
  "cts_sinks": 40,
  "syn_avg_cell_area_um2": 8.84,
  "status": "complete, no violations",
  "synth-simple-area-share_pct": 28.9,
  "totalNegativeSetupSlack_ns": 0,
  "ys_sh_mux_pct": 0.895,
  "htree_levels": 2,
  "relSlewSlack_pct": 56.1,
  "row_count": 26,
  "ff_type": "dfxtp_1",
  "finalHoldViolCount": 0,
  "post_drt_wl_per_cell_um": 15.6,
  "antennaDiodeCount": 0,
  "arrival_ns": 2.80,
  "synthCells": 253,
  "p_leak_nw": 1.33,
  "power_density_nw_per_um2": 302,
  "place_area_um2": 2980,
  "fin_skew_ns": 0.00575,
  "numSynthFlops": 40,
  "ys_top_logic_family": "simple AND/OR/NAND/NOR gates",
  "async_reset_ff_share_pct": 0,
  "clk_pin_slew_worst_paths_ns": 0.08,
  "wl_um": 6320,
  "dp_hpwl_um": 4730,
  "design_area_um2": 3210,
  "final_common_cell": "buf_4",
  "clock.latency.late_pin_ns": 0.29,
  "tritoncts": "built",
  "syn2layout_area_growth_pct": 43.4,
  "drc": 0,
  "tightest_slew_ns": 0.657,
  "num_vias": 2122,
  "netlist_area_um2": 2240,
  "ios": 47,
  "first_pass_iters": 4,
  "grt_pass1_vias": 1955,
  "hold_class": "reg -> reg",
  "ys_seq_share_pct": 42.1,
  "ys_area_um2": 2240,
  "globalRouteOverflowTotal": 0,
  "start_kind": "primary input",
  "chipArea_um2": 5890,
  "fa_ha_area_share_pct": 1.12,
  "vias_per_cell": 5.23,
  "slew_viol_final": 0,
  "ant_nets": 0,
  "rsz0062_at_grt": "yes",
  "antenna_found_initial": 0,
  "critical_path_class": "in -> out",
  "setup_slack_ns": 0.159,
  "max_freq_mhz": 282,
  "post-route-min-period_ns": 3.54,
  "place_inst": 393,
  "cts_hold_buffers": 0,
  "grt_util_all_layers_pct": 22.6,
  "yosys_cells": 253,
  "setup_viol": 0,
  "cp_max_fo": 6,
  "fp_util_pct": 42.7,
  "gp_congestion": 0.992,
  "vdd_drop_max_uv": 197,
  "ys_warn_count": 2,
  "grt_pass1_wl_um": 10100
}
## worst max-delay path, stage by stage
cell	delay, ns
dlygate4sd2_1	0.30
nand2_1	0.18
and4_4	0.27
buf_4	0.15
buf_4	0.12
nor4_1	0.27
o21ai_1	0.14
nor3_4	0.14
and3_1	0.17
o32ai_1	0.07
dlygate4sd2_1	0.24
## layout make-up
| class | count | area (µm²) |
|---|---|---|
| fill | 456 | 2030 |
| clock inverter | 3 | 42.5 |
| sequential | 40 | 947 |
| inverter | 4 | 15.0 |
| timing repair buffer | 92 | 792 |
| tap | 70 | 87.6 |
| multi-input combinational | 192 | 1250 |
| clock buffer | 5 | 68.8 |
## final timing paths
path                                          startpoint                            to  slack, ns  cells past startpoint
worst max-delay path                     uart_fifo_valid                  uart_fifo_rd       0.16                     11
worst min-delay path            cmd_head[3]$_SDFFE_PP0P_      cmd_head[3]$_SDFFE_PP0P_       0.46                      2
worst max register to register  cmd_head[5]$_SDFFE_PP0P_  cmd_data[0][3]$_SDFFCE_PN0P_       0.71                     13
worst min register to register  cmd_head[3]$_SDFFE_PP0P_      cmd_head[3]$_SDFFE_PP0P_       0.46                      2
## cells in the mapped netlist, drive strengths merged, types with 2 or more instances
library cell	n	area [µm²]
nor2b	5	31.3
a21oi	22	110
o21ai	7	35.0
a21o	5	45.0
or4	3	22.5
nand3b	2	15.0
and2	4	27.5
nand2b	6	37.5
nor3	7	46.3
buf	11	91.3
ha	2	25.0
inv	4	15.0
xor2	4	35.0
o21a	2	15.0
and3	18	113
and4	2	22.5
nand3	6	30.0
mux2i	2	20.0
a31oi	6	43.8
a2111oi	3	51.3
a22oi	4	35.0
nor2	33	124
clkbuf	6	22.5
nand2	32	120
nor4	2	18.8
dfxtp	26	521
edfxtp	14	420
## metrics by stage
stage               hold slack (ns)  total power, W  utilization, %
global placement              0.443        0.000624            56.9
detailed placement            0.450        0.000622            56.9
CTS                           0.460        0.000971            60.0
finish                        0.457        0.000968            61.2
global route                  0.482         0.00101            61.2
floorplan                     0.422        0.000545               -
## state kept, by name, summed over array words and instances, names as in the netlist, named ones only
| register | count |
|---|---|
| status | 9 |
| sys_com_len | 2 |
| cmd_data | 14 |
| cmd_cursol | 2 |
| sys_com_cursol | 2 |
| cmd_head | 8 |
## cell families (layout without fill, tap and decap cells)
logic type | count (synthesis) | in the layout
simple gates | 125 | 125
compound gates | 58 | 58
flops | 40 | 40
buf+inv | 21 | 104
xor+xnor | 5 | 5
fa+ha+maj | 2 | 2
mux | 2 | 2
## repair_timing
item	CTS	global route
pin swaps	7	8
buffers inserted	2	3
endpoints found under the setup margin	2	1
gates resized	20	10
## per-layer routing
| metal | GRT usage, % | up-vias | wire length, µm | part of all wire [%] |
|---|---|---|---|---|
| li1 | - | 1065 | - | - |
| met2 | 34.3 | 74 | 2830 | 45 |
| met3 | 3.51 | 7 | 366 | 5.8 |
| met4 | 3.08 | 0 | 87 | 1.4 |
| met1 | 36.0 | 976 | 3030 | 48 |
| met5 | 0 | - | 0 | 0 |
## where the power goes
group	switching [W]	leakage, nW	total, W	internal, W
Clock	0.000151	0.0541	0.000351	0.000199
Sequential	0.0000100	0.357	0.000475	0.000465
Combinational	0.0000681	0.923	0.000143	0.0000746
Total	0.000229	1.33	0.000968	0.000739
Power is estimated from default activity; no workload was simulated.
